--- design/flow/config.mk ---
export PLATFORM = sky130hd
export DESIGN_NAME = CTRL_Origin
export DESIGN_NICKNAME = CTRL_Origin
export VERILOG_FILES = /design/flow/design.v
export SDC_FILE = /design/flow/constraint.sdc
export NUM_CORES = 4
export LEC_CHECK = 1
export CORE_UTILIZATION = 40
--- design/flow/constraint.sdc ---
current_design CTRL_Origin

set clk_period 15.0
set clk_io_pct 0.2

create_clock -name clk0 -period $clk_period [get_ports {clk}]

set non_clock_inputs [all_inputs -no_clocks]
set_input_delay [expr $clk_period * $clk_io_pct] -clock clk0 $non_clock_inputs
set_output_delay [expr $clk_period * $clk_io_pct] -clock clk0 [all_outputs]
--- design/flow/design.v ---
`timescale 1ns / 1ps
module CTRL_Origin(
    input clk,
    input rst,
    input pause,
    input [15:0]inst, 
    output reg[19:0]bnncore_ctrl, 
    output reg[15:0]datasram_ctrl, 
    output wire[12:0]instsram_ctrl 
    );
    reg [15:0]pc1;
    reg [15:0]pc2;
    reg [15:0]pc3;
    reg [15:0]pc4;
    reg [15:0]r1;
    reg [15:0]r2;
    reg [15:0]r3;
    reg [15:0]r4;
    reg [15:0]r5;
    reg [15:0]r6;
    reg [15:0]r7;
    reg [15:0]r8;
    reg [15:0]r9;
    reg [15:0]r10;
    reg [15:0]r11;
    reg [15:0]r12;
    assign instsram_ctrl[10:0] = pc1[10:0];
    assign instsram_ctrl[11] = 1'b0;
    assign instsram_ctrl[12] = 1'b1;
    always @(posedge clk) begin
        if (rst) begin
            datasram_ctrl[15] <= 1;
            datasram_ctrl[14] <= 1;
            datasram_ctrl[13:0] <= 0;
            bnncore_ctrl <= 0;
            pc1 <= 0;
            pc2 <= 0;
            pc3 <= 0;
            pc4 <= 0;
            r1 <= 0;
            r2 <= 0;
            r3 <= 0;
            r4 <= 0;
            r5 <= 0;
            r6 <= 0;
            r7 <= 0;
            r8 <= 0;
            r9 <= 0;
            r10 <= 0;
            r11 <= 0;
            r12 <= 0;
        end
        else if (pause) begin
            bnncore_ctrl <= 0;
            datasram_ctrl[14] <= 1;
        end
        else case(inst[15:11])
        5'b00000: begin
            datasram_ctrl[14] <= 1;
            pc1<=pc1+1;
        end
        5'b00001: begin
                case(inst[10:8])
                    3'b000: ;
                    3'b001: pc2<={pc2[15:8],inst[7:0]};
                    3'b010: pc3<={pc3[15:8],inst[7:0]};
                    3'b011: pc4<={pc4[15:8],inst[7:0]};
                    3'b100: r1<={r1[15:8],inst[7:0]};
                    3'b101: r2<={r2[15:8],inst[7:0]};
                    3'b110: r3<={r3[15:8],inst[7:0]};
                    3'b111: r4<={r4[15:8],inst[7:0]};
                    default:;
                endcase
            pc1<=pc1+1;
            datasram_ctrl[14] <= 1;
            bnncore_ctrl <= 0;
        end
        5'b00010: begin
                case(inst[10:8])
                    3'b000: ;
                    3'b001: pc2<={inst[7:0],pc2[7:0]};
                    3'b010: pc3<={inst[7:0],pc3[7:0]};
                    3'b011: pc4<={inst[7:0],pc4[7:0]};
                    3'b100: r1<={inst[7:0],r1[7:0]};
                    3'b101: r2<={inst[7:0],r2[7:0]};
                    3'b110: r3<={inst[7:0],r3[7:0]};
                    3'b111: r4<={inst[7:0],r4[7:0]};
                    default:;
                endcase
            pc1<=pc1+1;
            datasram_ctrl[14] <= 1;
            bnncore_ctrl <= 0;
        end
        5'b00011: begin
            case(inst[10:9])
                2'b00:begin
                    bnncore_ctrl[7] <= 1; 
                    bnncore_ctrl[2:1] <= inst[8:7]; 
                    bnncore_ctrl[19:17] <= inst[6:4]; 
                    bnncore_ctrl[0] <= 0;
                    bnncore_ctrl[6:3] <= 0;
                    bnncore_ctrl[16:8] <= 0;
                    datasram_ctrl[13:0] <= pc2[13:0]; 
                    datasram_ctrl[14] <=0;
                    datasram_ctrl[15] <=1;
                end
                2'b01:begin
                    bnncore_ctrl[11] <= 1; 
                    bnncore_ctrl[10:0] <= 0;
                    bnncore_ctrl[19:12] <= 0;
                    datasram_ctrl[13:0] <= pc2[12:0];
                    datasram_ctrl[14] <=0;
                    datasram_ctrl[15] <=1;
                end
                2'b10:begin
                    bnncore_ctrl[8] <= 1; 
                    bnncore_ctrl[2:1] <=inst[8:7]; 
                    bnncore_ctrl[16] <= inst[6]; 
                    bnncore_ctrl[0] <= 0;
                    bnncore_ctrl[7:3] <= 0;
                    bnncore_ctrl[15:9] <= 0;
                    datasram_ctrl[13:0] <= pc2[12:0]; 
                    datasram_ctrl[14] <=0;
                    datasram_ctrl[15] <=1;
                end
                2'b11:begin
                    bnncore_ctrl[8] <= 1; 
                    bnncore_ctrl[15] <= 1; 
                    bnncore_ctrl[7:0] <= 0;
                    bnncore_ctrl[14:9] <= 0;
                    datasram_ctrl[13:0] <= pc2[12:0]; 
                    datasram_ctrl[14] <=0;
                    datasram_ctrl[15] <=1;
                end
            endcase
            pc1 <= pc1 + 1;
            if(inst[0])begin
                pc2 <= pc2 + 1;
            end
            else begin
                pc2 <= pc2 - 1;
            end
        end
        5'b00100:begin
            case(inst[10:7])
                4'b0000:;
                4'b0001:begin
                    pc2 <= pc2 + $signed({{9{inst[6]}},inst[6:0]});
                end
                4'b0010:begin
                    pc3 <= pc3 + $signed({{9{inst[6]}},inst[6:0]});
                end
                4'b0011:begin
                    pc4 <= pc4 + $signed({{9{inst[6]}},inst[6:0]});
                end
                4'b0100:begin
                    r1 <= r1 + $signed({{9{inst[6]}},inst[6:0]});
                end
                4'b0101:begin
                    r2 <= r2 + $signed({{9{inst[6]}},inst[6:0]});
                end
                4'b0110:begin
                    r3 <= r3 + $signed({{9{inst[6]}},inst[6:0]});
                end
                4'b0111:begin
                    r4 <= r4 + $signed({{9{inst[6]}},inst[6:0]});
                end
                4'b1000:begin
                    r5 <= r5 + $signed({{9{inst[6]}},inst[6:0]});
                end
                4'b1001:begin
                    r6 <= r6 + $signed({{9{inst[6]}},inst[6:0]});
                end
                4'b1010:begin
                    r7 <= r7 + $signed({{9{inst[6]}},inst[6:0]});
                end
                4'b1011:begin
                    r8 <= r8 + $signed({{9{inst[6]}},inst[6:0]});
                end
                4'b1100:begin
                    r9 <= r9 + $signed({{9{inst[6]}},inst[6:0]});
                end
                4'b1101:begin
                    r10 <= r10 + $signed({{9{inst[6]}},inst[6:0]});
                end
                4'b1110:begin
                    r11 <= r11 + $signed({{9{inst[6]}},inst[6:0]});
                end
                4'b1111:begin
                    r12 <= r12 + $signed({{9{inst[6]}},inst[6:0]});
                end
            endcase
            pc1<=pc1+1;
            datasram_ctrl[14] <= 1;
            bnncore_ctrl <= 0;
        end
        5'b00101:begin
            case(inst[10:7])
                4'b0000:begin
                    r1<= r1>=inst[6:0]?0:1;
                end
                4'b0001:begin
                    r1<= r2>=inst[6:0]?0:1;
                end
                4'b0010:begin
                    r1<= r3>=inst[6:0]?0:1;
                end
                4'b0011:begin
                    r1<= r4>=inst[6:0]?0:1;
                end
                4'b0100:begin
                    r1<= r5>=inst[6:0]?0:1;
                end
                4'b0101:begin
                    r1<= r6>=inst[6:0]?0:1;
                end
                4'b0110:begin
                    r1<= r7>=inst[6:0]?0:1;
                end
                4'b0111:begin
                    r1<= r8>=inst[6:0]?0:1;
                end
                4'b1000:begin
                    r1<= r9>=inst[6:0]?0:1;
                end
                4'b1001:begin
                    r1<= r10>=inst[6:0]?0:1;
                end
                4'b1010:begin
                    r1<= r11>=inst[6:0]?0:1;
                end
                4'b1011:begin
                    r1<= r12>=inst[6:0]?0:1;
                end
                4'b1100:begin
                    r1<= pc1>=inst[6:0]?0:1;
                end
                4'b1101:begin
                    r1<= pc2>=inst[6:0]?0:1;
                end
                4'b1110:begin
                    r1<= pc3>=inst[6:0]?0:1;
                end
                4'b1111:begin
                    r1<= pc4>=inst[6:0]?0:1;
                end
            endcase
            pc1<=pc1+1;
            datasram_ctrl[14] <= 1;
            bnncore_ctrl <= 0;
        end
        5'b00110:begin
            if (r1) begin
                pc1 <= pc1 - inst[10:0];
            end
            else pc1<=pc1+1;
            bnncore_ctrl <= 0;
            datasram_ctrl[14] <= 1;
        end
        5'b00111:begin
            bnncore_ctrl[0] <= 1;
            bnncore_ctrl[16:1] <=0;
            datasram_ctrl[14] <= 1;
            pc1<=pc1+1;
        end
        5'b01000:begin
            bnncore_ctrl[5] <= 1;
            bnncore_ctrl[3:1] <= inst[10:8];
            bnncore_ctrl[6] <= inst[7];
            bnncore_ctrl[0] <= 0;
            bnncore_ctrl[4] <= 0;
            bnncore_ctrl[16:7] <= 0;
            datasram_ctrl[14] <= 1;
            pc1 <= pc1 + 1;
        end
        5'b01001:begin
            bnncore_ctrl[9] <= 1;
            bnncore_ctrl[4:1] <= inst[10:7]; 
            bnncore_ctrl[0] <= 0;
            bnncore_ctrl[8:5] <= 0 ;
            bnncore_ctrl[16:10] <= 0;
            datasram_ctrl[14] <= 1;
            pc1 <= pc1 + 1;
        end
        5'b01010:begin
            bnncore_ctrl[10] <= 1; 
            bnncore_ctrl[12] <= inst[10]; 
            bnncore_ctrl[6] <= inst[9]; 
            bnncore_ctrl[13] <= inst[8]; 
            bnncore_ctrl[5:0] <= 0;
            bnncore_ctrl[9:7] <= 0;
            bnncore_ctrl[16:14] <= 0;
            datasram_ctrl[14] <= 1;
            pc1 <= pc1 + 1;
        end
        5'b01011:begin
            bnncore_ctrl[14] <= 1;
            bnncore_ctrl[6] <= inst[10];
            bnncore_ctrl[5:0] <= 0;
            bnncore_ctrl[13:7] <= 0;
            bnncore_ctrl[16:15] <= 0;
            datasram_ctrl[13:0] <= pc4[12:0];
            datasram_ctrl[14] <= 0;
            datasram_ctrl[15] <= 0;
            if (inst[9]) begin
                pc4 <= pc4 + 1;
            end
            else begin
                pc4 <= pc4 - 1;
            end
            pc1 <= pc1 + 1;
        end
        5'b01100:begin
            bnncore_ctrl[15] <= 1;
            bnncore_ctrl[14:0] <=0;
            bnncore_ctrl[16] <= 0;
            datasram_ctrl[14] <= 1;
            pc1 <= pc1 + 1;
        end
        5'b01101:begin
            pc1<=pc1+1;
            datasram_ctrl[14] <= 1;
            bnncore_ctrl <= 0;
            case (inst[10:8])  
                3'b000: pc1<=inst[7]?(inst[6]?(inst[5]?r4:r3):(inst[5]?r2:r1)):(inst[6]?(inst[5]?pc4:pc3):(inst[5]?pc2:pc1));
                3'b001: pc2<=inst[7]?(inst[6]?(inst[5]?r4:r3):(inst[5]?r2:r1)):(inst[6]?(inst[5]?pc4:pc3):(inst[5]?pc2:pc1));
                3'b010: pc3<=inst[7]?(inst[6]?(inst[5]?r4:r3):(inst[5]?r2:r1)):(inst[6]?(inst[5]?pc4:pc3):(inst[5]?pc2:pc1));
                3'b011: pc4<=inst[7]?(inst[6]?(inst[5]?r4:r3):(inst[5]?r2:r1)):(inst[6]?(inst[5]?pc4:pc3):(inst[5]?pc2:pc1));
                3'b100: r1<=inst[7]?(inst[6]?(inst[5]?r4:r3):(inst[5]?r2:r1)):(inst[6]?(inst[5]?pc4:pc3):(inst[5]?pc2:pc1));
                3'b101: r2<=inst[7]?(inst[6]?(inst[5]?r4:r3):(inst[5]?r2:r1)):(inst[6]?(inst[5]?pc4:pc3):(inst[5]?pc2:pc1));
                3'b110: r3<=inst[7]?(inst[6]?(inst[5]?r4:r3):(inst[5]?r2:r1)):(inst[6]?(inst[5]?pc4:pc3):(inst[5]?pc2:pc1));
                3'b111: r4<=inst[7]?(inst[6]?(inst[5]?r4:r3):(inst[5]?r2:r1)):(inst[6]?(inst[5]?pc4:pc3):(inst[5]?pc2:pc1));
            endcase
        end
        5'b01110: begin
                case(inst[10:8])
                    3'b000: r5<={r5[15:8],inst[7:0]};
                    3'b001: r6<={r6[15:8],inst[7:0]};
                    3'b010: r7<={r7[15:8],inst[7:0]};
                    3'b011: r8<={r8[15:8],inst[7:0]};
                    3'b100: r9<={r9[15:8],inst[7:0]};
                    3'b101: r10<={r10[15:8],inst[7:0]};
                    3'b110: r11<={r11[15:8],inst[7:0]};
                    3'b111: r12<={r12[15:8],inst[7:0]};
                    default:;
                endcase
            pc1<=pc1+1;
            datasram_ctrl[14] <= 1;
            bnncore_ctrl <= 0;
        end
        5'b01111: begin
                case(inst[10:8])
                    3'b000: r5<={inst[7:0],r5[7:0]};
                    3'b001: r6<={inst[7:0],r6[7:0]};
                    3'b010: r7<={inst[7:0],r7[7:0]};
                    3'b011: r8<={inst[7:0],r8[7:0]};
                    3'b100: r9<={inst[7:0],r9[7:0]};
                    3'b101: r10<={inst[7:0],r10[7:0]};
                    3'b110: r11<={inst[7:0],r11[7:0]};
                    3'b111: r12<={inst[7:0],r12[7:0]};
                    default:;
                endcase
            pc1<=pc1+1;
            datasram_ctrl[14] <= 1;
            bnncore_ctrl <= 0;
        end
        default:;
        endcase
    end
endmodule
--- design/flow/run.sh ---
#!/bin/bash
# OpenROAD 26Q1-2900-gdf79404cd8, Yosys 0.63+post, stock flow scripts
make -C /OpenROAD-flow-scripts/flow DESIGN_CONFIG=/design/flow/config.mk WORK_HOME=/design/flow/orfs finish
==> out/notes.md <==
The count of nets left with antenna violations once routing finished came out at 0. Number of register bits inferred by synthesis: 292. The tightest min-delay check is of the register to register type. The yosys cell count is 3577. Number of buffers inserted by post-CTS setup repair: 0. The final routed wire length divided by cell count was 21.39 um.

The run gives 1 for the count of warnings emitted by yosys. In the setup report, the worst path falls into the class input pin to register. The area fraction in and, or, nand and nor cells was 0.1992. The synthesis report names the predominant flop master as sky130_fd_sc_hd__dfxtp_1. Clock tree synthesis inserted a total of 38 buffers.

The run gives 27000 for the total number of vias. The clock tree has to reach 292 sinks. Across the routed clock network, the largest skew measured is 0.02830 ns. STA puts the critical path data arrival time at 8.18 ns. The critical path contains buffers and inverters numbering 3 combined.

TritonCTS built the clock tree. The die is 265.4 um tall. For the post-DP HPWL, the log shows 68.16 mm. Yosys shows that the main logic family after synthesis is AND-OR/OR-AND gates. In the layout the commonest cells are sky130_fd_sc_hd__nor2_1 (379), sky130_fd_sc_hd__ha_1 (342), sky130_fd_sc_hd__a21oi_1 (332). At the worst endpoint, the required time is 15.50 ns. Summing over the stages, the warning tally comes to 118.

The run gives 97 for the number of distinct standard cells referenced by the synthesized netlist. The floorplan core density came out at 0.4046. The number of ports placed on the die boundary was 68; the first-pass GRT wire length was 149.5 mm. In this run the horizontal extent of the chip is 265.4 um.

In this run the critical path is formed by clkdlybuf4s50_1, nor2_1, and3_4, buf_4, a21oi_1, inv_1, ha_1, o21a_1, o22ai_1, o21ai_1, a21boi_0, nor3_1, or4_1, a31oi_1. STA classifies the critical path startpoint as an input pin. Max-slew check failures listed in the final report amount to 0. The run gives 0.06 ns for the clock-pin slew on the worst setup and hold paths.

Xor/xnor cell area share of the yosys netlist: 0.05965. Leading cell type in the layout, fill and taps excluded: sky130_fd_sc_hd__nor2_1. The fraction of the mapped netlist area in adder cells was 0.1657; the delay contributed by the slowest stage of the critical path was 0.77 ns. The fraction of the yosys area taken by sequential cells was 0.2106; the chip area estimate from yosys synthesis was 27750 sq um. The tools report the post-placement worst setup slack as 6.912 ns. Worst slew slack as a fraction of its limit: 0.3457. More flip-flops sit in one register than any other, and that register is bnncore_ctrl. The fraction of final layout cells sized beyond drive strength 1 was 0.07091. The run gives 24800 for the via count of the first global-routing pass.

After clock tree synthesis, the flow added hold-fix buffers numbering 0. The via-per-instance ratio came out at 5.947. The chip occupies 70430 sq um. Top fanout value on the critical path: 59.

Count of TritonRoute iterations in the first routing pass: 5. The clock passes through at most 3 buffers. For the pin count of the biggest net entering global routing, the log shows 104.

In this run the tool buffered the top-level ports with 65 buffer cells. The cell area power density was 75.81 nW/um^2; the placer's final routability congestion estimate was 0.9617. Counting flops with a built-in enable in the synthesized netlist gives 0. The share of cell area taken by muxes after synthesis was 0.03508. With the global-route usage over all layers at 0.2794, the mean area per synthesized cell is 7.758 sq um.

With the area fraction in compound gates after synthesis at 0.2813, the number of max-cap violations is 0. Final worst-path setup slack: 7.318 ns. The timing report attributes the biggest portion of critical-path delay to simple AND/OR/NAND/NOR gates. After routing the design area is 30780 sq um. Across all hold checks on the routed design, the worst slack comes to 0.4533 ns.

The portion of synthesized cell area occupied by the leading cell type is 0.2106, and the DRC violation count after routing is 0. The flow ran to the end, and the final reports show no timing, DRC or antenna violations. Number of hold violations in the final report: 0. The tools report the root buffer cell as sky130_fd_sc_hd__clkbuf_16. The floorplan has 96 rows.

Final clock period utilization by the worst path: 0.5121. In this run, the number of DRC markers left after iteration 0 of detailed routing was 2184. With the total wirelength of the detailed-routed design at 97.12 mm, the minimum clock period is 7.682 ns.

The run gives 0.9678 ns for the slew at the pin closest to its max-slew limit. Per the OpenROAD power report, leakage power amounts to 12.58 nW. The tools report the initial antenna violation count as 2.

Clock insertion delay at the later pin of the skew report: 0.57 ns. With the utilization of the core after routing at 0.4487, the layout-stage area growth over the synthesis result is 10.91%. Setup total negative slack on the finished layout was measured at 0 ns.

The placement stage leaves a total instance area of 29400 sq um. Per the power-grid run, VDD falls by no more than 0.09714 mV. Before any placement, the netlist area is recorded as 27750 sq um.

Setup repair after global routing left no endpoint under its margin. The fraction of synthesis flops using an asynchronous set or reset pin is 0, and the achievable clock frequency is 130.2 MHz. The global route stage reports its total congestion overflow as 0. For the placeable core region, the log shows 68590 sq um. Leading area contributor after synthesis: sky130_fd_sc_hd__dfxtp_1. Master of the slowest instance on the critical path: sky130_fd_sc_hd__clkdlybuf4s50_1.

The repair_antennas step left the layout with diodes totalling 0. Once the clock tree was built, the resizer swapped 0 gates to a different size. Ranked by total cell area, the synthesized netlist is headed by sky130_fd_sc_hd__dfxtp_1 (21%), sky130_fd_sc_hd__ha_1 (15%), sky130_fd_sc_hd__a21oi_1 (6.0%). The register with the most flip-flops in the layout has 20 of them. Endpoints with negative setup slack in the final report add up to 0. Counting every instance in the synthesized netlist gives 3577. The worst setup path is captured at a register.

The H-tree was split into 2 levels.
==> stage by stage <==
stage | cells | total power, W
final | 4541 | 0.002333
after floorplan | 3577 | 0.001171
after CTS | 4541 | 0.002341
after global placement | 4472 | 0.001309
after detailed placement | 4472 | 0.001309
after global routing | 4541 | 0.002428
==> power breakdown <==
part           total [W]  internal [W]  switching, W
Clock            0.00103      0.000642      0.000388
Combinational   0.000480      0.000184      0.000296
Sequential      0.000824      0.000795     0.0000283
Total            0.00233       0.00162      0.000712
==> tightest hold or removal path, cell delays in order, from the launching register on <==
cell and delay, ns:
sky130_fd_sc_hd__dfxtp_1 0.31, sky130_fd_sc_hd__nand2_1 0.05, sky130_fd_sc_hd__a21oi_1 0.05
==> logic make-up (layout without fill, tap and decap cells) <==
| logic type | after synthesis | after routing |
|---|---|---|
| flip-flops | 292 | 292 |
| AND-OR/OR-AND | 1206 | 1206 |
| other | 2 | 2 |
| multiplexers | 58 | 58 |
| XOR/XNOR | 189 | 189 |
| adder cells (fa/ha/maj) | 358 | 358 |
| AND/OR/NAND/NOR | 1151 | 1151 |
| buffers and inverters | 321 | 354 |
==> synth_stat cells, types with 18 or more instances <==
master,count
sky130_fd_sc_hd__dfxtp_1,292
sky130_fd_sc_hd__inv_1,138
sky130_fd_sc_hd__a311oi_1,44
sky130_fd_sc_hd__xnor2_1,113
sky130_fd_sc_hd__nand2b_1,58
sky130_fd_sc_hd__clkbuf_1,108
sky130_fd_sc_hd__o21a_1,18
sky130_fd_sc_hd__and3_1,38
sky130_fd_sc_hd__o31ai_1,24
sky130_fd_sc_hd__nor2b_1,34
sky130_fd_sc_hd__xor2_1,76
sky130_fd_sc_hd__a31oi_1,101
sky130_fd_sc_hd__o211ai_1,38
sky130_fd_sc_hd__a21o_1,70
sky130_fd_sc_hd__buf_2,43
sky130_fd_sc_hd__nand3_1,70
sky130_fd_sc_hd__o21ai_0,260
sky130_fd_sc_hd__nor2_1,379
sky130_fd_sc_hd__a221oi_1,20
sky130_fd_sc_hd__mux2i_1,23
sky130_fd_sc_hd__ha_1,342
sky130_fd_sc_hd__a211oi_1,107
sky130_fd_sc_hd__nor3_1,95
sky130_fd_sc_hd__o21bai_1,46
sky130_fd_sc_hd__mux4_2,31
sky130_fd_sc_hd__a21oi_1,332
sky130_fd_sc_hd__or2_2,18
sky130_fd_sc_hd__nand2_1,274
sky130_fd_sc_hd__or3_1,26
sky130_fd_sc_hd__nor4_1,49
==> worst paths after layout <==
check	startpoint	endpoint	slack [ns]	depth (start not counted)
max	inst[15]	pc2[15]$_SDFFE_PP0P_	7.32	14
min	bnncore_ctrl[0]$_SDFFE_PP0P_	bnncore_ctrl[0]$_SDFFE_PP0P_	0.45	2
max reg2reg	pc1[1]$_SDFFE_PP0P_	pc1[11]$_SDFFE_PP0P_	11.77	9
min reg2reg	bnncore_ctrl[0]$_SDFFE_PP0P_	bnncore_ctrl[0]$_SDFFE_PP0P_	0.45	2
==> final cells by class <==
type | instances | area, sq um
Clock inverter | 15 | 252.7
Sequential cell | 292 | 5846
Timing Repair Buffer | 145 | 1251
Tap cell | 931 | 1165
Fill cell | 6770 | 37810
Inverter | 140 | 526.8
Clock buffer | 54 | 1125
Multi-Input combinational cell | 2964 | 20610
==> layer usage <==
layer	track usage	share of wire	up-vias
met5	0	0.000093	-
met4	0.06858	0.028	2
met3	0.05016	0.070	156
met2	0.4367	0.45	848
met1	0.4048	0.45	12690
li1	-	-	13310
Power figures rest on the tool's default switching activity, not on a simulated workload.
