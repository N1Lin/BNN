==> ./design.v <==
`timescale 1ns / 1ps
module BNNCtrl(
    input clk,
    input rst,
    input pause,
    input [15:0]inst, 
    output reg[19:0]bnncore_ctrl, 
    output reg[15:0]datasram_ctrl, 
    output wire[12:0]instsram_ctrl 
    );
    reg [15:0]pc1;
    reg [15:0]pc2;
    reg [15:0]pc3;
    reg [15:0]pc4;
    reg [15:0]r1;
    reg [15:0]r2;
    reg [15:0]r3;
    reg [15:0]r4;
    reg [15:0]r5;
    reg [15:0]r6;
    reg [15:0]r7;
    reg [15:0]r8;
    reg [15:0]r9;
    reg [15:0]r10;
    reg [15:0]r11;
    reg [15:0]r12;
    assign instsram_ctrl[10:0] = pc1[10:0];
    assign instsram_ctrl[11] = 1'b0;
    assign instsram_ctrl[12] = 1'b1;
    always @(posedge clk) begin
        if (rst) begin
            datasram_ctrl[15] <= 1;
            datasram_ctrl[14] <= 1;
            datasram_ctrl[13:0] <= 0;
            bnncore_ctrl <= 0;
            pc1 <= 0;
            pc2 <= 0;
            pc3 <= 0;
            pc4 <= 0;
            r1 <= 0;
            r2 <= 0;
            r3 <= 0;
            r4 <= 0;
            r5 <= 0;
            r6 <= 0;
            r7 <= 0;
            r8 <= 0;
            r9 <= 0;
            r10 <= 0;
            r11 <= 0;
            r12 <= 0;
        end
        else if (pause) begin
            bnncore_ctrl <= 0;
            datasram_ctrl[14] <= 1;
        end
        else case(inst[15:11])
        5'b00000: begin
            datasram_ctrl[14] <= 1;
            pc1<=pc1+1;
        end
        5'b00001: begin
                case(inst[10:8])
                    3'b000: ;
                    3'b001: pc2<={pc2[15:8],inst[7:0]};
                    3'b010: pc3<={pc3[15:8],inst[7:0]};
                    3'b011: pc4<={pc4[15:8],inst[7:0]};
                    3'b100: r1<={r1[15:8],inst[7:0]};
                    3'b101: r2<={r2[15:8],inst[7:0]};
                    3'b110: r3<={r3[15:8],inst[7:0]};
                    3'b111: r4<={r4[15:8],inst[7:0]};
                    default:;
                endcase
            pc1<=pc1+1;
            datasram_ctrl[14] <= 1;
            bnncore_ctrl <= 0;
        end
        5'b00010: begin
                case(inst[10:8])
                    3'b000: ;
                    3'b001: pc2<={inst[7:0],pc2[7:0]};
                    3'b010: pc3<={inst[7:0],pc3[7:0]};
                    3'b011: pc4<={inst[15:8],pc4[7:0]};
                    3'b100: r1<={inst[7:0],r1[7:0]};
                    3'b101: r2<={inst[7:0],r2[7:0]};
                    3'b110: r3<={inst[7:0],r3[7:0]};
                    3'b111: r4<={inst[7:0],r4[7:0]};
                    default:;
                endcase
            pc1<=pc1+1;
            datasram_ctrl[14] <= 1;
            bnncore_ctrl <= 0;
        end
        5'b00011: begin
            case(inst[10:9])
                2'b00:begin
                    bnncore_ctrl[7] <= 1; 
                    bnncore_ctrl[2:1] <= inst[8:7]; 
                    bnncore_ctrl[19:17] <= inst[6:4]; 
                    bnncore_ctrl[0] <= 0;
                    bnncore_ctrl[6:3] <= 0;
                    bnncore_ctrl[16:8] <= 0;
                    datasram_ctrl[13:0] <= pc2[13:0]; 
                    datasram_ctrl[14] <=0;
                    datasram_ctrl[15] <=1;
                end
                2'b01:begin
                    bnncore_ctrl[11] <= 1; 
                    bnncore_ctrl[10:0] <= 0;
                    bnncore_ctrl[19:12] <= 0;
                    datasram_ctrl[13:0] <= pc2[13:0];
                    datasram_ctrl[14] <=0;
                    datasram_ctrl[15] <=1;
                end
                2'b10:begin
                    bnncore_ctrl[8] <= 1; 
                    bnncore_ctrl[2:1] <=inst[8:7]; 
                    bnncore_ctrl[16] <= inst[6]; 
                    bnncore_ctrl[0] <= 0;
                    bnncore_ctrl[7:3] <= 0;
                    bnncore_ctrl[15:9] <= 0;
                    datasram_ctrl[13:0] <= pc2[13:0]; 
                    datasram_ctrl[14] <=0;
                    datasram_ctrl[15] <=1;
                end
                2'b11:begin
                    bnncore_ctrl[8] <= 1; 
                    bnncore_ctrl[15] <= 1; 
                    bnncore_ctrl[7:0] <= 0;
                    bnncore_ctrl[14:9] <= 0;
                    datasram_ctrl[13:0] <= pc2[13:0]; 
                    datasram_ctrl[14] <=0;
                    datasram_ctrl[15] <=1;
                end
            endcase
            pc1 <= pc1 + 1;
            if(inst[0])begin
                pc2 <= pc2 + 1;
            end
            else begin
                pc2 <= pc2 - 1;
            end
        end
        5'b00100:begin
            case(inst[10:7])
                4'b0000:;
                4'b0001:begin
                    pc2 <= pc2 + $signed({{9{inst[6]}},inst[6:0]});
                end
                4'b0010:begin
                    pc3 <= pc3 + $signed({{9{inst[6]}},inst[6:0]});
                end
                4'b0011:begin
                    pc4 <= pc4 + $signed({{9{inst[6]}},inst[6:0]});
                end
                4'b0100:begin
                    r1 <= r1 + $signed({{9{inst[6]}},inst[6:0]});
                end
                4'b0101:begin
                    r2 <= r2 + $signed({{9{inst[6]}},inst[6:0]});
                end
                4'b0110:begin
                    r3 <= r3 + $signed({{9{inst[6]}},inst[6:0]});
                end
                4'b0111:begin
                    r4 <= r4 + $signed({{9{inst[6]}},inst[6:0]});
                end
                4'b1000:begin
                    r5 <= r5 + $signed({{9{inst[6]}},inst[6:0]});
                end
                4'b1001:begin
                    r6 <= r6 + $signed({{9{inst[6]}},inst[6:0]});
                end
                4'b1010:begin
                    r7 <= r7 + $signed({{9{inst[6]}},inst[6:0]});
                end
                4'b1011:begin
                    r8 <= r8 + $signed({{9{inst[6]}},inst[6:0]});
                end
                4'b1100:begin
                    r9 <= r9 + $signed({{9{inst[6]}},inst[6:0]});
                end
                4'b1101:begin
                    r10 <= r10 + $signed({{9{inst[6]}},inst[6:0]});
                end
                4'b1110:begin
                    r11 <= r11 + $signed({{9{inst[6]}},inst[6:0]});
                end
                4'b1111:begin
                    r12 <= r12 + $signed({{9{inst[6]}},inst[6:0]});
                end
            endcase
            pc1<=pc1+1;
            datasram_ctrl[14] <= 1;
            bnncore_ctrl <= 0;
        end
        5'b00101:begin
            case(inst[10:7])
                4'b0000:begin
                    r1<= r1>=inst[6:0]?0:1;
                end
                4'b0001:begin
                    r1<= r2>=inst[6:0]?0:1;
                end
                4'b0010:begin
                    r1<= r3>=inst[6:0]?0:1;
                end
                4'b0011:begin
                    r1<= r4>=inst[6:0]?0:1;
                end
                4'b0100:begin
                    r1<= r5>=inst[6:0]?0:1;
                end
                4'b0101:begin
                    r1<= r6>=inst[6:0]?0:1;
                end
                4'b0110:begin
                    r1<= r7>=inst[6:0]?0:1;
                end
                4'b0111:begin
                    r1<= r8>=inst[6:0]?0:1;
                end
                4'b1000:begin
                    r1<= r9>=inst[6:0]?0:1;
                end
                4'b1001:begin
                    r1<= r10>=inst[6:0]?0:1;
                end
                4'b1010:begin
                    r1<= r11>=inst[6:0]?0:1;
                end
                4'b1011:begin
                    r1<= r12>=inst[6:0]?0:1;
                end
                4'b1100:begin
                    r1<= pc1>=inst[6:0]?0:1;
                end
                4'b1101:begin
                    r1<= pc2>=inst[6:0]?0:1;
                end
                4'b1110:begin
                    r1<= pc3>=inst[6:0]?0:1;
                end
                4'b1111:begin
                    r1<= pc4>=inst[6:0]?0:1;
                end
            endcase
            pc1<=pc1+1;
            datasram_ctrl[14] <= 1;
            bnncore_ctrl <= 0;
        end
        5'b00110:begin
            if (r1) begin
                pc1 <= pc1 - inst[10:0];
            end
            else pc1<=pc1+1;
            bnncore_ctrl <= 0;
            datasram_ctrl[14] <= 1;
        end
        5'b00111:begin
            bnncore_ctrl[0] <= 1;
            bnncore_ctrl[16:1] <=0;
            datasram_ctrl[14] <= 1;
            pc1<=pc1+1;
        end
        5'b01000:begin
            bnncore_ctrl[5] <= 1;
            bnncore_ctrl[3:1] <= inst[10:8];
            bnncore_ctrl[6] <= inst[7];
            bnncore_ctrl[0] <= 0;
            bnncore_ctrl[4] <= 0;
            bnncore_ctrl[16:7] <= 0;
            datasram_ctrl[14] <= 1;
            pc1 <= pc1 + 1;
        end
        5'b01001:begin
            bnncore_ctrl[9] <= 1;
            bnncore_ctrl[4:1] <= inst[10:7]; 
            bnncore_ctrl[0] <= 0;
            bnncore_ctrl[8:5] <= 0 ;
            bnncore_ctrl[16:10] <= 0;
            datasram_ctrl[14] <= 1;
            pc1 <= pc1 + 1;
        end
        5'b01010:begin
            bnncore_ctrl[10] <= 1; 
            bnncore_ctrl[12] <= inst[10]; 
            bnncore_ctrl[6] <= inst[9]; 
            bnncore_ctrl[13] <= inst[8]; 
            bnncore_ctrl[5:0] <= 0;
            bnncore_ctrl[9:7] <= 0;
            bnncore_ctrl[16:14] <= 0;
            datasram_ctrl[14] <= 1;
            pc1 <= pc1 + 1;
        end
        5'b01011:begin
            bnncore_ctrl[14] <= 1;
            bnncore_ctrl[6] <= inst[10];
            bnncore_ctrl[5:0] <= 0;
            bnncore_ctrl[13:7] <= 0;
            bnncore_ctrl[16:15] <= 0;
            datasram_ctrl[13:0] <= pc4[13:0];
            datasram_ctrl[14] <= 0;
            datasram_ctrl[15] <= 0;
            if (inst[9]) begin
                pc4 <= pc4 + 1;
            end
            else begin
                pc4 <= pc4 - 1;
            end
            pc1 <= pc1 + 1;
        end
        5'b01100:begin
            bnncore_ctrl[15] <= 1;
            bnncore_ctrl[14:0] <=0;
            bnncore_ctrl[16] <= 0;
            datasram_ctrl[14] <= 1;
            pc1 <= pc1 + 1;
        end
        5'b01101:begin
            pc1<=pc1+1;
            datasram_ctrl[14] <= 1;
            bnncore_ctrl <= 0;
            case (inst[10:8])  
                3'b000: pc1<=inst[7]?(inst[6]?(inst[5]?r4:r3):(inst[5]?r2:r1)):(inst[6]?(inst[5]?pc4:pc3):(inst[5]?pc2:pc1));
                3'b001: pc2<=inst[7]?(inst[6]?(inst[5]?r4:r3):(inst[5]?r2:r1)):(inst[6]?(inst[5]?pc4:pc3):(inst[5]?pc2:pc1));
                3'b010: pc3<=inst[7]?(inst[6]?(inst[5]?r4:r3):(inst[5]?r2:r1)):(inst[6]?(inst[5]?pc4:pc3):(inst[5]?pc2:pc1));
                3'b011: pc4<=inst[7]?(inst[6]?(inst[5]?r4:r3):(inst[5]?r2:r1)):(inst[6]?(inst[5]?pc4:pc3):(inst[5]?pc2:pc1));
                3'b100: r1<=inst[7]?(inst[6]?(inst[5]?r4:r3):(inst[5]?r2:r1)):(inst[6]?(inst[5]?pc4:pc3):(inst[5]?pc2:pc1));
                3'b101: r2<=inst[7]?(inst[6]?(inst[5]?r4:r3):(inst[5]?r2:r1)):(inst[6]?(inst[5]?pc4:pc3):(inst[5]?pc2:pc1));
                3'b110: r3<=inst[7]?(inst[6]?(inst[5]?r4:r3):(inst[5]?r2:r1)):(inst[6]?(inst[5]?pc4:pc3):(inst[5]?pc2:pc1));
                3'b111: r4<=inst[7]?(inst[6]?(inst[5]?r4:r3):(inst[5]?r2:r1)):(inst[6]?(inst[5]?pc4:pc3):(inst[5]?pc2:pc1));
            endcase
        end
        5'b01110: begin
                case(inst[10:8])
                    3'b000: r5<={r5[15:8],inst[7:0]};
                    3'b001: r6<={r6[15:8],inst[7:0]};
                    3'b010: r7<={r7[15:8],inst[7:0]};
                    3'b011: r8<={r8[15:8],inst[7:0]};
                    3'b100: r9<={r9[15:8],inst[7:0]};
                    3'b101: r10<={r10[15:8],inst[7:0]};
                    3'b110: r11<={r11[15:8],inst[7:0]};
                    3'b111: r12<={r12[15:8],inst[7:0]};
                    default:;
                endcase
            pc1<=pc1+1;
            datasram_ctrl[14] <= 1;
            bnncore_ctrl <= 0;
        end
        5'b01111: begin
                case(inst[10:8])
                    3'b000: r5<={inst[7:0],r5[7:0]};
                    3'b001: r6<={inst[7:0],r6[7:0]};
                    3'b010: r7<={inst[7:0],r7[7:0]};
                    3'b011: r8<={inst[7:0],r8[7:0]};
                    3'b100: r9<={inst[7:0],r9[7:0]};
                    3'b101: r10<={inst[7:0],r10[7:0]};
                    3'b110: r11<={inst[7:0],r11[7:0]};
                    3'b111: r12<={inst[7:0],r12[7:0]};
                    default:;
                endcase
            pc1<=pc1+1;
            datasram_ctrl[14] <= 1;
            bnncore_ctrl <= 0;
        end
        default:;
        endcase
    end
endmodule
==> ./run.sh <==
#!/bin/bash
# OpenROAD 26Q1-2900-gdf79404cd8, Yosys 0.63+post, stock flow scripts
make -C /OpenROAD-flow-scripts/flow DESIGN_CONFIG=/design/flow/config.mk WORK_HOME=/design/flow/orfs finish
==> ./config.mk <==
export PLATFORM = sky130hd
export DESIGN_NAME = BNNCtrl
export DESIGN_NICKNAME = BNNCtrl
export VERILOG_FILES = /design/flow/design.v
export SDC_FILE = /design/flow/constraint.sdc
export NUM_CORES = 4
export LEC_CHECK = 1
export CORE_UTILIZATION = 40
==> ./constraint.sdc <==
current_design BNNCtrl

set clk_period 11.9
set clk_io_pct 0.2

create_clock -name clk0 -period $clk_period [get_ports {clk}]

set non_clock_inputs [all_inputs -no_clocks]
set_input_delay [expr $clk_period * $clk_io_pct] -clock clk0 $non_clock_inputs
set_output_delay [expr $clk_period * $clk_io_pct] -clock clk0 [all_outputs]
==> flow_summary.toml <==
# yosys + openroad results
[outcome]
status = "finished, final reports clean"

[drt]
wl_mm = 97.20
postRouteAntennaNets = 0
first_iter_violations = 2285
vias_per_cell = 6.087
num_vias = 27230
first_pass_iters = 5
route.detailed.drc = 0
wl_per_cell_microns = 21.72

[clock_tree]
cts_buffers = 39
holdBufCountCts = 0
htree_levels = 2
cts_root_buf = "clkbuf_16"
clk_pin_slew_ns = 0.06
cts_buffer_depth = 3
clock_sinks = 292
cts_resized = 0
cts_tree = "done"
cts_setup_buffers = 0
insertion_delay_ns = 0.57

[setup_path]
crit_type = "input port to flop"
critPathTopFamily = "AND-OR/OR-AND gates"
max_stage_delay_ns = 0.94
setup.worst_path.start_class = "input port"
crit_fanout = 23
crit_path_frequent_cell = "nand2_1"
worst_path_max_delay_cell = "clkdlybuf4s50_1"
worst_setup_path_end_kind = "flop"
critPathArrivalTime_ns = 7.12
path_buffers = 1
critPathRequiredTime_ns = 12.32
crit_chain = "clkdlybuf4s50_1 -> nand2_1 -> or2_1 -> nand2_1 -> o21ai_0 -> fa_1 -> a21o_1 -> a21oi_1 -> o21bai_1 -> a31o_2 -> a41o_1 -> o211ai_1 -> xnor2_1 -> a2111oi_0 -> nor3_1"

[logic_synthesis]
async_reset_ff_frac = 0
synth_area_sq_mm = 0.02745
area_leaders = "dfxtp_1, ha_1, a21oi_1, nor2_1, o21ai_0"
synthDistinctLibCells = 91
ys_cells = 3545
ys_seq_frac = 0.2129
edf_count = 0
synth_cells = 3545
synth-seq-cells = 292
ys_area_sq_mm = 0.02745
top_area_frac = 0.2129
avgSynthCellArea_sq_um = 7.744
synth_warnings = 1
largest_area_cell = "dfxtp_1"
synthFlopType = "dfxtp_1"

[timing]
hold_viol = 0
period_minus_slack_ns = 6.695
slew_violations = 0
fin_crit_sh = 0.5626
max_freq_mhz = 149.4
rsz0062_at_grt = "false"
slew_headroom = 0.4106
skew_ns = 0.01214
tightestPinTransition_ns = 0.8842
holdWs_ns = 0.4602
setup_tns_ns = 0
setup_viol = 0

[floorplan]
die_w_microns = 264.0
die_h_microns = 264.0
fp_util = 0.4066
ioPinCount = 68
placementRows = 95
core-area_sq_mm = 0.06751
die-area_sq_mm = 0.06969

[pwr]
power_density_mw_per_mm2 = 94.68
p_leak_nw = 12.25
power_w = 0.002891
vdd_drop_max_uv = 82.96

[run]
warning_count = 119
cap_viol_max_count = 0

[global_routing]
antenna_found_initial = 0
grt_pass1_vias = 25180
track_usage = 0.2832
grt_pass1_wl_mm = 150.7
grt_max_degree = 114
grt_remaining_overflow = 0

[placement]
gp_congestion = 0.9732
dpl_cell_area_sq_mm = 0.02921
hpwl_mm = 67.46
port-buffer-count = 65

[cells_and_area]
fillCellCount = 6581
syn2layout_area_growth_pct = 11.22
mostFrequentLayoutCells = "nor2_1, ha_1, a21oi_1, nand2_1, dfxtp_1"
lay_top_count = "nor2_1"
post-route-util = 0.4522
final_area_sq_mm = 0.03053
layout-drive-gt1-share = 0.07169

[min_path]
hp-class = "flop to flop"
## synth_stat cells (12+ instances only)
| master | number |
|---|---|
| nand3b_1 | 13 |
| xor2_1 | 71 |
| nand3_1 | 75 |
| a211oi_2 | 12 |
| clkbuf_1 | 122 |
| dfxtp_1 | 292 |
| a31oi_1 | 93 |
| o22ai_1 | 17 |
| buf_2 | 24 |
| or2_2 | 14 |
| a21boi_0 | 17 |
| nor3b_1 | 17 |
| o21bai_1 | 40 |
| a211oi_1 | 78 |
| nor2_1 | 386 |
| buf_4 | 14 |
| o21ai_0 | 238 |
| o21a_1 | 19 |
| inv_1 | 134 |
| xnor2_1 | 123 |
| nand2_1 | 309 |
| a221oi_1 | 17 |
| o211ai_1 | 41 |
| and2_1 | 14 |
| a311oi_1 | 53 |
| o31ai_1 | 14 |
| nand4_1 | 22 |
| and3_1 | 16 |
| nor4_1 | 44 |
| nand2b_1 | 70 |
| a21oi_1 | 312 |
| fa_1 | 16 |
| a21o_1 | 67 |
| nor2b_1 | 37 |
| or3_1 | 28 |
| mux4_2 | 31 |
| ha_1 | 342 |
| o41ai_1 | 13 |
| mux2i_1 | 26 |
| nor3_1 | 106 |
## per-layer routing
| metal | share of wire | track usage | vias up |
|---|---|---|---|
| li1 | - | - | 13200 |
| met3 | 0.095 | 0.07173 | 155 |
| met5 | 0 | 0 | - |
| met2 | 0.43 | 0.4231 | 1072 |
| met4 | 0.026 | 0.06411 | 0 |
| met1 | 0.45 | 0.4160 | 12810 |
## path summary, 6_finish.rpt
kind	startpoint	endpoint	slack (ns)	cells past startpoint
max reg2reg	pc1[0]	pc1[12]	8.66	12
max	inst[12]	pc4[12]	5.21	15
min reg2reg	bnncore_ctrl[9]	bnncore_ctrl[9]	0.46	2
min	bnncore_ctrl[9]	bnncore_ctrl[9]	0.46	2
## kinds of logic after synthesis
logic type,synth area share
simple gates,0.2015
compound gates,0.2746
fa+ha+maj,0.1679
buf+inv,0.04512
flops,0.2129
xor+xnor,0.06189
mux,0.03573
other cells,0.0002736
## report_power, final
part | internal, W | switching (W) | leakage, nW | total, W
Combinational | 0.000236 | 0.000370 | 9.24 | 0.000606
Sequential | 0.00100 | 0.0000370 | 2.36 | 0.00104
Clock | 0.000746 | 0.000499 | 0.650 | 0.00124
## state kept, by name, indices dropped and copies added, names as in the netlist
name and cells:
r12 16, r6 16, pc3 16, pc1 16
r11 16, pc2 16, r10 16, r4 16
r1 16, r3 16, pc4 16, bnncore_ctrl 20
r7 16, r8 16, r5 16, r9 16
datasram_ctrl 16, r2 16
## area by class of cell
type	count	area (sq um)	share of cell area
multi-input combinational	2947	20410	0.6686
sequential	292	5846	0.1915
timing repair buffer	157	1354	0.04434
clock buffer	61	1221	0.04000
tap	873	1092	0.03577
inverter	134	505.5	0.01656
clock inverter	8	96.34	0.003155
antenna	2	5.005	0.0001639
## tightest hold or removal path, cell delays in order, from the launching register on
cell and delay, ns:
dfxtp_1 0.31, nand2_1 0.05, a21oi_1 0.05
## stage by stage
step | setup slack (ns) | std cells
global placement | 4.774 | 4403
detailed placement | 4.743 | 4403
floorplan | 5.826 | 3545
CTS | 5.298 | 4472
global route | 4.915 | 4472
finish | 5.205 | 4474
Power figures rest on the tool's default switching activity, not on a simulated workload.
